[./config.mk]
export PLATFORM = sky130hd
export DESIGN_NAME = Loop
export DESIGN_NICKNAME = Loop
export VERILOG_FILES = /design/flow/design.v
export SDC_FILE = /design/flow/constraint.sdc
export NUM_CORES = 4
export LEC_CHECK = 1
export CORE_AREA = 10 10 70 70
export DIE_AREA = 0 0 80 80
[./constraint.sdc]
current_design Loop

set clk_period 1.0
set clk_io_pct 0.2

create_clock -name clk0 -period $clk_period [get_ports {clk}]

set non_clock_inputs [all_inputs -no_clocks]
set_input_delay [expr $clk_period * $clk_io_pct] -clock clk0 $non_clock_inputs
set_output_delay [expr $clk_period * $clk_io_pct] -clock clk0 [all_outputs]
[./design.v]
module Loop(simgo,changecolor,speedlvl,LED1,LED2,LED3,strtcnt,delay,clr,Loop,Go,yes,clk,reset);
    input Go,Loop,yes,clk,reset;
    output simgo, changecolor,speedlvl,clr,LED1,LED2,LED3,strtcnt;
    input [64:0] delay;
    reg [1:0]   S,nS;
    reg speedlvl,nspeedlvl;
    parameter WAIT=2'b00, LOOP = 2'b01, LOOPBOUNCE = 2'b11, LOOPBOUNCE2 = 2'B10;
    parameter speed1=2'b01, speed2=2'b10,speed3=2'b11;
    wire    changecolor;
    reg [64:0] setdelay;
    always@(posedge clk)
        if(reset)
            S<=2'b00;
        else
            S<=nS;
    always@(S,Loop)
        case(S)
            WAIT:       nS =  Loop      ?   LOOPBOUNCE :   WAIT;   
            LOOPBOUNCE: nS = Loop       ?   LOOPBOUNCE :   LOOP;
            LOOP:       nS =  Loop      ?   LOOPBOUNCE2:   LOOP;
            LOOPBOUNCE2: nS = Loop      ?   LOOPBOUNCE2:   WAIT;
            default: nS = WAIT;
        endcase     
    assign simgo = (((S==LOOP)&&yes) || Go || (S==WAIT && Loop));
    assign strtcnt = S==LOOP;
    assign clr = simgo;
    assign changecolor = (S==LOOP)&&yes;
    assign LED1 = S==LOOP;
    assign LED2 = yes;
    assign LED3 = simgo;
endmodule
[./run.sh]
#!/bin/bash
# OpenROAD 26Q1-2900-gdf79404cd8, Yosys 0.63+post, stock flow scripts
make -C /OpenROAD-flow-scripts/flow DESIGN_CONFIG=/design/flow/config.mk WORK_HOME=/design/flow/orfs finish
==> impl_metrics.tcl <==
# flow metrics
set metrics [dict create \
    firstDrtPassIters 2 \
    detail_route.wirelength_um 566 \
    fin_util 0.114 \
    clock_skew_ps 5.81 \
    antenna_cells 0 \
    synth-warning-count 2 \
    area.growth.synth_to_final_pct 115 \
    drv_cap 0 \
    pd_cells_nw_per_um2 1150 \
    grt_overflow 0 \
    dp_hpwl_um 430 \
    cts.sinks 4 \
    detail_route.wl_per_cell_um 6.90 \
    floorplan.die.height_um 80 \
    path_clk_slew_ps 40 \
    fin_crit_sh 1.24 \
    synth_stat.cells 21 \
    antenna_violating_nets_post_route 0 \
    topCombFamilyByArea "simple AND/OR/NAND/NOR gates" \
    regMostFlops "S" \
    final_layout_size_suffix_gt1_frac 0.528 \
    cts-htree-levels 1 \
    highest_achievable_clock_rate_ghz 0.809 \
    critical-path-slowest-cell "sky130_fd_sc_hd__dfxtp_2" \
    xor_area_frac 0 \
    highest_layer "met3" \
    design_area_um2 388 \
    ff_type "sky130_fd_sc_hd__dfxtp_1" \
    peak_vdd_ir_v 0.000230 \
    cts_tree "done" \
    post_synth_most_frequent_cells "6 x sky130_fd_sc_hd__nor2_1, 5 x sky130_fd_sc_hd__buf_4, 4 x sky130_fd_sc_hd__dfxtp_1" \
    reg_to_reg_slack_setup_ps 10 \
    timing.critical_path.from_type "register" \
    instances_no_fill 82 \
    cts-hold-fix-buffers 0 \
    die_width_um 80 \
    ctsLongestPathBuffers 2 \
    placedInstanceArea_um2 333 \
    gp_congestion 0.778 \
    viasPerCell 2.33 \
    number_of_flip_flops_under_the_largest_register_name 4 \
    floorplan.io_pins 78 \
    enable_flop_cells 0 \
    holdCritPathClass "register to register" \
    setup_violations 6 \
    synthDominantCellAreaShare 0.444 \
    synth.largest_area_cell "sky130_fd_sc_hd__dfxtp_1" \
    yosys.area_share.adder 0 \
    core_density_at_floorplan 0.0527 \
    core_region_area_um2 3420 \
    post-place-ws_ps -659 \
    number_of_antenna_violations_at_the_first_check_in_global_routing 0 \
    wl_met2_um 177 \
    power_leakage_nw 0.167 \
    met3_wirelength_um 154 \
    seq_area_frac_synth 0.444 \
    worstPathRequired_ps 800 \
    clock_tree.root_cell "sky130_fd_sc_hd__clkbuf_4" \
    route.detailed.drc 0 \
    global_route.usage.total 0.0197 \
    yosysMostFrequentCell "sky130_fd_sc_hd__nor2_1" \
    fin_crit_ps 1240 \
    wire_length_of_the_first_global_routing_pass_um 924 \
    crit_path_end_kind "output pin" \
    warnings 92 \
    placedCellCount 76 \
    ys_sh_aoi 0.0903 \
    final-comb-area_um2 82.6 \
    synth_flops 4 \
    fp-row-count 21 \
    n_fill_cell 403 \
    synth.cellmix.simpleShare 0.236 \
    numPortBuffers 11 \
    postSynthCellCount 21 \
    cp_slowest_stage_delay_ps 310 \
    routedLengthMet1_um 234 \
    synth.lib_cells_used.distinct 9 \
    asyncSetResetFlopFracSynth 0 \
    regArea_um2 81.3 \
    synth.yosys.chip_area_um2 180 \
    grt_setup_unrepaired "true" \
    clock_latency_ps 240 \
    critical_path_arrival_ps 1040 \
    power_uw 445 \
    failed_checks "negative setup slack" \
    first_drt_iteration_drcs 6 \
    post_synth_main_area_contributors "sky130_fd_sc_hd__dfxtp_1 44%, sky130_fd_sc_hd__buf_4 21%, sky130_fd_sc_hd__nor2_1 13%" \
    synthMuxAreaShare 0 \
    dr_total_vias 191 \
    timing.final.max_slew_violations 0 \
    cts_inserted_buffers 3 \
    crit_path_cell_trace "and2_4, a211o_1, buf_2" \
    avgSynthCellArea_um2 8.58 \
    setup_ws_ps -236 \
    mappedNetlistArea_um2 180 \
    hold_viol_final 0 \
    run_status "finished with violations" \
    critPathKind "register to output pin" \
    top_regs "S x4" \
    grt_start_max_net_pins 4 \
    first_global_vias 203 \
    crit_fanout 3 \
    chip_area_um2 6400 \
]
==> cell usage in the layout (no fill, tap or decap), drive strengths merged <==
master          n
nand2b          1
and2            1
clkdlybuf4s50   3
dlygate4sd2     3
a211o           1
conb            1
clkbuf          3
o21bai          1
nor3            1
nor2            6
buf            11
dfxtp           4
==> logic make-up after synthesis <==
group | Yosys count
buffers and inverters | 5
other | 1
AND-OR/OR-AND | 2
AND/OR/NAND/NOR | 9
flip-flops | 4
==> layer usage <==
metal  GRT usage  vias up
li1            -       92
met1      0.0187       83
met2      0.0225       16
met3      0.0307        0
met4     0.00352        0
met5           0        -
==> worst max-delay path, delay by kind of cell, from the launching register on <==
| kind | cells | cell delay, ps |
|---|---|---|
| buffers and inverters | 1 | 120 |
| flip-flops | 1 | 310 |
| AND/OR/NAND/NOR | 1 | 130 |
| AND-OR/OR-AND | 1 | 240 |
==> power breakdown <==
part,leakage (nW),internal [mW],total (mW),switching (mW)
clock network,0.0138,0.134,0.199,0.0649
registers,0.0333,0.168,0.173,0.00490
logic,0.120,0.0500,0.0732,0.0233
==> metrics by stage <==
step / hold slack [ps] / setup TNS (ps)
after floorplan: 277 / 0
after global placement: 451 / -3010
after detailed placement: 463 / -3080
after CTS: 472 / -1300
after global routing: 518 / -1420
final: 494 / -1060
==> area by class of cell <==
| type | instances | area share |
|---|---|---|
| well taps | 46 | 0.148 |
| clock buffers | 3 | 0.0581 |
| flip-flops and latches | 4 | 0.210 |
| multi-input cells | 12 | 0.213 |
| repair buffers | 17 | 0.371 |
==> repair_timing <==
action / 4_1_cts / 5_1_grt
pin swaps: 1 / 3
resized: 21 / 8
setup buffers: 3 / 1
setup endpoints to repair: 7 / 8
==> worst paths after layout <==
| kind | from | depth (start not counted) | endpoint |
|---|---|---|---|
| max reg2reg | S[2] | 6 | S[1] |
| min reg2reg | S[3] | 2 | S[2] |
| max | S[2] | 3 | clr |
| min | S[3] | 2 | S[2] |
Power is estimated from default activity; no workload was simulated.
