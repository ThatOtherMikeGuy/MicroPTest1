[flow/config.mk]
export PLATFORM = sky130hd
export DESIGN_NAME = Timer
export DESIGN_NICKNAME = Timer
export VERILOG_FILES = /design/flow/design.v
export SDC_FILE = /design/flow/constraint.sdc
export NUM_CORES = 4
export LEC_CHECK = 1
export CORE_UTILIZATION = 40
[flow/design.v]
module Timer(count,yes,LED4,LED5,clr,strtcntr,Loop,inc,dec,clk,reset);
    input   clr,strtcntr,Loop,inc,dec,clk,reset;
    output [64:0] count;
    output yes, LED4,LED5;
    reg [64:0] count,ncount;
    reg speed;
    reg [64:0] maxcount,nmaxcount;
    parameter realmaxcount = 50000000;
    always@(posedge clk)
        if(reset) begin
            count <= 0;
            maxcount <= realmaxcount;
        end
        else   begin
            count <= ncount;
            maxcount <= nmaxcount;
        end
    always@(count,ncount,clr,strtcntr,Loop,yes)
        if(count==maxcount || clr) begin
            ncount = 0;
            nmaxcount = realmaxcount;
        end
        else begin
            ncount = count + 1;
            nmaxcount = realmaxcount;
        end
    assign yes = (count == maxcount-1);      
    assign LED4 = count >= 2000000;
    assign LED5 = count <= 25000000;           
    endmodule
[flow/run.sh]
#!/bin/bash
# OpenROAD 26Q1-2900-gdf79404cd8, Yosys 0.63+post, stock flow scripts
make -C /OpenROAD-flow-scripts/flow DESIGN_CONFIG=/design/flow/config.mk WORK_HOME=/design/flow/orfs finish
[flow/constraint.sdc]
current_design Timer

set clk_period 11.4
set clk_io_pct 0.2

create_clock -name clk0 -period $clk_period [get_ports {clk}]

set non_clock_inputs [all_inputs -no_clocks]
set_input_delay [expr $clk_period * $clk_io_pct] -clock clk0 $non_clock_inputs
set_output_delay [expr $clk_period * $clk_io_pct] -clock clk0 [all_outputs]
==> results.txt <==
Most used logic cell in the final layout -> clkdlybuf4s50_1
Crit path DAT -> 2.42 ns
Leading cell types by total area after synthesis -> dfxtp_1 (39%), xor2_1 (7.6%), nand4_1 (6.5%), nor2_1 (6.1%), or3_1 (4.5%)
RD Place Congestion -> 0.872
Registers with the most flip-flops -> count: 65 flops
Clock tree from TritonCTS -> built
Final design utilization -> 52.7%
Residual DRC -> 0
Simple-gate share of the synthesized area -> 38.1%
Critical path launch point type -> flip-flop
Unrepaired setup endpoints after global routing -> no
Number of inserted filler cells in the final layout -> 751
Tool warnings -> 30
Flip-flops with a built-in enable -> 0
Area fraction of the dominant cell type after synthesis -> 38.7%
Synthesized registers -> 65
Data required time at the worst endpoint -> 9.12 ns
Cells after synthesis -> 415
Clock Skew -> 0.00932 ns
Post-CTS setup buffers -> 0
Via count of the first global-routing pass -> 2759
Final critical-path required period -> 4.70 ns
Chip Width -> 93.7 um
Avg WL per Cell -> 15.1 um
Number of vias after detailed routing -> 3297
Total GRT Usage -> 21.5%
Clock Tree Root -> clkbuf_8
Max-slew violation count -> 0
Total negative setup slack -> 0 ns
Cell row count -> 33
Status -> finished clean
Total of buffers placed on input and output ports -> 70
Adders+Majority by Area -> 0.744%
Y dimension of the die -> 93.7 um
Number of buffer and inverter stages on the critical path -> 1
First-pass GRT wire length -> 14500 um
Routed wire length -> 8900 um
Largest net degree at the start of global routing -> 53
HPWL after detailed placement -> 6220 um
Clock network latency to the later pin of the worst-skew pair -> 0.34 ns
Share of final-layout standard cells stronger than drive strength 1 -> 5.59%
Floorplan utilization -> 41.1%
Number of antenna repair diodes -> 0
Max-cap violations -> 0
Cell area after synthesis -> 3360 um^2
Total leakage power -> 1.32 nW
I/O pins -> 75
Finish-stage setup viols -> 0
CTS H-Tree Depth -> 3
Largest register by flop count -> count
Final Hold Violation Tally -> 0
Final period util -> 41.2%
Cell accounting for the most synthesized area -> dfxtp_1
Sink Count -> 65
Global-route congestion overflow total -> 0
Commonest flop -> dfxtp_1
Synthesized area divided by synthesized cell count -> 8.10 um^2
Clock transition at the registers of the reported paths -> 0.07 ns
Critical path class -> flip-flop to output port
Cell with the largest stage delay on the worst path -> clkdlybuf4s50_1
Total iterations of the first detailed-routing run -> 4
Cts bufs inserted -> 9
Remaining antenna violation count -> 0
Area of the chip -> 8780 um^2
Antenna violations before repair -> 0
Post-cts hold-fix buffer tally -> 0
Post-synthesis chip area from yosys -> 3360 um^2
Top logic cell family in the synthesized netlist -> simple AND/OR/NAND/NOR gates
Crit-path leading delay family -> simple AND/OR/NAND/NOR gates
Largest buffer count on any clock path -> 2
PostCTS Resize Cnt -> 0
Post-synthesis mux area share -> 0%
Total number of yosys warnings -> 1
P per Cell Area -> 95.9 nW/um^2
XORs/XNORs by Area -> 9.90%
Worst path cell trace -> nor4_1 > nand2_1 > or3_1 > o311ai_0 > a21boi_1 > clkdlybuf4s50_1
Routed vias/inst -> 5.61
Stage delay of the slowest cell on the critical path -> 0.42 ns
Yosys stat cell total -> 415
Most frequently placed logic cells in the final layout -> clkdlybuf4s50_1 (70), dfxtp_1 (65), nor2_1 (55)
Tightest Pin Transition -> 0.794 ns
Endpoint type of the worst setup path -> output port
Highest fanout seen on the critical path -> 6
Max Freq -> 213 MHz
Worst slew margin relative to its limit -> 46.6%
Synth Area in Compound Gates -> 9.38%
Core Footprint -> 8180 um^2
Distinct lib cells used -> 37
Share of the yosys chip area belonging to registers -> 38.7%
Peak VDD IR -> 61.8 uV
DR iter-0 viols -> 260
P&R area growth vs syn -> 28.1%
Asr flop ratio synth -> 0%
Worst hold-check path type -> flip-flop to flip-flop
Max reg flops -> 65
==> worst paths after layout <==
path                            depth (start not counted)                  from  slack, ns              endpoint
worst max-delay path                                    6  count[31]$_SDFF_PP0_       6.70                  LED5
worst min-delay path                                    2  count[62]$_SDFF_PP0_       0.53  count[62]$_SDFF_PP0_
worst max register to register                          7   count[0]$_SDFF_PP0_       8.67  count[60]$_SDFF_PP0_
worst min register to register                          2  count[62]$_SDFF_PP0_       0.53  count[62]$_SDFF_PP0_
==> per-stage QoR <==
| step | hold slack, ns | cell area, um^2 | power (mW) | setup WS [ns] | instances |
|---|---|---|---|---|---|
| floorplan | 0.449 | 3360 | 0.237 | 7.74 | 415 |
| global placement | 0.507 | 4130 | 0.240 | 7.03 | 572 |
| detailed placement | 0.513 | 4130 | 0.239 | 7.04 | 572 |
| CTS | 0.525 | 4310 | 0.418 | 6.66 | 588 |
| global route | 0.555 | 4310 | 0.430 | 6.52 | 588 |
| finish | 0.534 | 4310 | 0.413 | 6.70 | 588 |
==> report_power, final <==
group          switching, mW  internal, mW  leakage (nW)  total (mW)
clock network         0.0896        0.0896        0.0911       0.179
logic                0.00414       0.00196         0.709     0.00610
registers           0.000716         0.227         0.524       0.228
total                 0.0944         0.319          1.32       0.413
==> cells by family (layout without fill, tap and decap cells) <==
kind of cell    count (synthesis)  in the layout
simple gates                  226            226
flops                          65             65
compound gates                 58             58
xor+xnor                       38             38
buf+inv                        26             94
fa+ha+maj                       2              2
==> area by class of cell <==
type | instances | area (um^2) | share of cell area, %
inverter | 6 | 22.5 | 0.523
tap | 105 | 131 | 3.05
timing repair buffer | 72 | 716 | 16.6
clock buffer | 11 | 151 | 3.51
multi-input combinational | 324 | 1960 | 45.4
sequential | 65 | 1300 | 30.2
clock inverter | 5 | 30.0 | 0.697
==> tightest hold or removal path: cells and delay by family, from the launching register on <==
kind,cells,cell delay [ns]
flip-flops,1,0.35
AND-OR/OR-AND,2,0.14
==> per-layer routing <==
metal | vias to the layer above | routed length (um) | part of all wire [%] | track usage [%]
met1 | 1538 | 4490 | 50 | 36.0
met2 | 99 | 3840 | 43 | 30.7
li1 | 1651 | - | - | -
met4 | 0 | 110 | 1.2 | 1.28
met5 | - | 0 | 0 | 0
met3 | 9 | 454 | 5.1 | 3.87
==> cells in the mapped netlist (2+ instances only) <==
| master | count |
|---|---|
| a21oi_1 | 27 |
| and2_1 | 5 |
| and3_1 | 6 |
| and4_1 | 6 |
| buf_1 | 5 |
| buf_2 | 7 |
| clkbuf_1 | 8 |
| dfxtp_1 | 65 |
| ha_1 | 2 |
| inv_1 | 6 |
| nand2_1 | 27 |
| nand3_1 | 22 |
| nand4_1 | 35 |
| nand4b_1 | 3 |
| nor2_1 | 55 |
| nor3_1 | 10 |
| nor3_2 | 2 |
| nor4_1 | 17 |
| nor4_4 | 3 |
| nor4b_1 | 2 |
| o21ai_0 | 24 |
| o31ai_1 | 2 |
| or3_1 | 24 |
| or4_1 | 3 |
| xnor2_1 | 9 |
| xor2_1 | 29 |
Power figures rest on the tool's default switching activity, not on a simulated workload.
