===== design/flow/config.mk =====
export PLATFORM = sky130hd
export DESIGN_NAME = ShiftRegister
export DESIGN_NICKNAME = ShiftRegister
export VERILOG_FILES = /design/flow/design.v
export SDC_FILE = /design/flow/constraint.sdc
export NUM_CORES = 4
export LEC_CHECK = 1
export CORE_AREA = 10 10 107 107
export DIE_AREA = 0 0 117 117

===== design/flow/constraint.sdc =====
current_design ShiftRegister

set clk_period 1.8
set clk_io_pct 0.2

create_clock -name clk0 -period $clk_period [get_ports {clk}]

set non_clock_inputs [all_inputs -no_clocks]
set_input_delay [expr $clk_period * $clk_io_pct] -clock clk0 $non_clock_inputs
set_output_delay [expr $clk_period * $clk_io_pct] -clock clk0 [all_outputs]

===== design/flow/design.v =====
module ShiftRegister(CurrentBit,sw,LoadRegister,RotateRegisterLeft,clk,reset);
	output		CurrentBit;
	input [15:4] sw;
	input		LoadRegister, RotateRegisterLeft;
	input		clk, reset;
	parameter	DEFAULTREG=24'h0F0F0F;
	reg	[23:0]	TheReg, nTheReg;
	always @(posedge clk)
		if(reset)
			TheReg <= DEFAULTREG;
		else
			TheReg <= nTheReg;
	always @(TheReg, LoadRegister, RotateRegisterLeft,sw)
		if(LoadRegister) 
			nTheReg = {sw[15:12],4'b0000,sw[11:8],4'b0000,sw[7:4],4'b0000};
		else
			if(RotateRegisterLeft)
				nTheReg = {TheReg[22:0],TheReg[23]};
			else
				nTheReg = TheReg;
	assign	CurrentBit = TheReg[23];
endmodule

===== design/flow/run.sh =====
#!/bin/bash
# OpenROAD 26Q1-2900-gdf79404cd8, Yosys 0.63+post, stock flow scripts
make -C /OpenROAD-flow-scripts/flow DESIGN_CONFIG=/design/flow/config.mk WORK_HOME=/design/flow/orfs finish

==> impl_results.rst <==
Metrics
=======

.. list-table::
   :header-rows: 1

   * - Metric
     - Value
   * - Worst-skew pair later-pin latency
     - 0.26 ns
   * - Power per standard cell area
     - roughly 880 nW/um2
   * - Psw
     - 0.258 mW
   * - Global route overflow
     - 0
   * - Run status
     - finished, final reports clean
   * - Clock slew at reported path FFs
     - 0.08 ns
   * - CP arrival
     - 1.13 ns
   * - Summed instance area of the synthesized netlist
     - 1040 um2
   * - Critical path fanouts, max
     - 3
   * - Startpoint types
     - flop
   * - Actual slew at the worst max-slew pin
     - ~0.42 ns
   * - Longest individual stage delay on the worst path
     - between 0.4 and 0.5 ns
   * - Nature of the critical path endpoint
     - output port
   * - Int Pwr
     - 0.962 mW
   * - Met2 routed wirelength
     - 646 um
   * - Portion of total power attributed to sequential cells
     - 0.487
   * - Number of buffers created by CTS
     - 3
   * - Root Buffer
     - clkbuf_8
   * - Sequential area share after synthesis
     - 0.460
   * - Largest net degree at the start of global routing
     - 25
   * - WL/cell
     - 9.75 um
   * - Required time of the worst setup path
     - approximately 1.4 ns
   * - Number of antenna violations at the first check in global routing
     - 0
   * - Growth of design area from synthesis to finish
     - 33.3%
   * - CTS tree
     - yes
   * - DRT met1 WL
     - 1330 um
   * - Count of antenna diodes in the layout
     - 0
   * - Registers with the most flip-flops
     - TheReg: 24 flops
   * - YS chip area
     - about 1000 um2
   * - Proportion of layout cells with a drive suffix above 1
     - 0.0734
   * - First-pass GRT wire length
     - 3830 um
   * - Post-CTS sizing
     - 0
   * - Top register by number of flip-flops
     - TheReg
   * - Post-Synthesis Cells
     - 93
   * - Via count of the routed design
     - just under 700
   * - Peak clock frequency supported by timing
     - 673 MHz
   * - Yosys cell types
     - 10
   * - Wire length on met3
     - 167 um
   * - Horizontal extent of the die
     - 117 um
   * - Proportion of power drawn by the clock network
     - 0.385
   * - Most instantiated logic cells after routing
     - dfxtp_1, mux2i_1, clkdlybuf4s50_1
   * - Die boundary height
     - 117 um
   * - Clock skew after layout
     - slightly below 0.004 ns
   * - Time the worst path needs with I/O delays and setup
     - 1.49 ns
   * - Yosys warning count
     - 1
   * - Power share of the combinational group
     - 0.128
   * - Area of the placeable core
     - 9200 um2
   * - Overall power
     - between 1 and 1.5 mW
   * - Mean instance size in the synthesized netlist
     - 11.2 um2
   * - Routed Wire Length
     - 2150 um
   * - Buffer depth of the longest clock path
     - 2
   * - Remaining routing DRC violations
     - 0
   * - Worst relative slew slack
     - 0.721
   * - Number of buffers inserted by hold repair at cts
     - 0
   * - Flops out of synthesis
     - 24
   * - H-tree lvl count
     - 1
   * - Crit path max-delay cell type
     - clkdlybuf4s50_1
   * - Std-Cell Rows
     - 35
   * - Buffering stage count on the worst path with inverters included
     - 1
   * - Leakage Power
     - 0.545 nW
   * - Chip area
     - 13700 um2
   * - Number of detailed-routing iterations run before antenna repair
     - 4
   * - DRC violation total after the first TritonRoute iteration
     - 75
   * - Final worst-path cycle share
     - 0.826
   * - Number of I/O port buffers
     - 16
   * - Critical path start-end classification
     - reg2out
   * - TritonCTS sink count
     - 24
   * - Number of fill cells in the layout
     - 1047
   * - Overall track demand over capacity in global routing
     - 0.0340
   * - Flip-flop count of the largest register, all copies and words added
     - 24
   * - Final-layout setup total negative slack
     - 0 ns
   * - Number of slew-limit violations in the final report
     - 0
   * - Count of final setup violators
     - 0
   * - Hold crit path type
     - reg2reg
   * - Ordered cell list for the critical path
     - clkdlybuf4s50_1
   * - RSZ-0062 raised after global routing
     - false
   * - Antenna-violating nets left
     - 0
   * - Via count of the first global-routing pass
     - 747
   * - Cell total in the yosys stat output
     - 93
   * - Number of max-cap violations
     - 0
   * - Highest routing layer actually used
     - met3
   * - Final HPWL DP
     - about 1500 um
   * - Buffer count from post-CTS setup fixing
     - 0
   * - IR Drop Worst-Case VDD
     - 0.000512 V
   * - FP Core Util
     - 0.114
   * - Via density per instance
     - between 3 and 4
   * - Top-level I/O count
     - 17
   * - Final hold violation count
     - 0
   * - Gate family responsible for the most delay along the worst path
     - buffers and inverters
   * - Net switching share of the total power
     - 0.211
   * - Placer Congestion
     - 0.704
   * - Number of logged tool warnings
     - 25
## path summary, 6_finish.rpt
check	cells after the start	from	slack, ns	endpoint
setup / recovery	1	TheReg[23]$_SDFFE_PP0P_	0.31	CurrentBit
hold / removal	2	TheReg[1]$_SDFFE_PP1P_	0.53	TheReg[1]$_SDFFE_PP1P_
setup reg to reg	2	TheReg[23]$_SDFFE_PP0P_	1.04	TheReg[23]$_SDFFE_PP0P_
hold reg to reg	2	TheReg[1]$_SDFFE_PP1P_	0.53	TheReg[1]$_SDFFE_PP1P_
## cell type report
class	count	area, um2	area share
clock buffer	3	41.3	0.0296
clock inverter	1	30.0	0.0216
inverter	1	3.75	0.00270
multi-input combinational	60	495	0.356
sequential	24	480	0.345
tap	111	139	0.0997
timing repair buffer	20	203	0.146
## metrics by stage
stage	std cells	setup slack (ns)	util	area [um2]	hold slack [ns]
CTS	220	0.291	0.151	1390	0.534
global placement	216	0.236	0.144	1320	0.503
floorplan	93	0.796	-	1040	0.467
global route	220	0.251	0.151	1390	0.577
finish	220	0.314	0.151	1390	0.527
detailed placement	216	0.222	0.144	1320	0.514
## cells by family (layout without fill, tap and decap cells)
kind of cell,after synthesis,after routing,synth area share
AND-OR/OR-AND,24,24,0.172
buffers and inverters,9,25,0.0659
flip-flops,24,24,0.460
multiplexers,24,24,0.230
AND/OR/NAND/NOR,12,12,0.0719
## power groups by stage
stage	Sequential (mW)	Clock (mW)	Combinational [mW]
final	0.594	0.469	0.156
after global routing	0.602	0.508	0.175
after CTS	0.595	0.483	0.158
## cells in the mapped netlist
cell type	n	area, um2
dfxtp_1	24	480
mux2i_1	24	240
a211oi_1	12	90.1
nor2b_1	12	75.1
o21bai_1	12	90.1
buf_2	3	15.0
buf_6	2	22.5
clkbuf_1	2	7.51
buf_12	1	20.0
inv_1	1	3.75
## routing by layer
layer | global-route usage | vias to the layer above
li1 | - | 367
met1 | 0.0591 | 304
met2 | 0.0379 | 21
met3 | 0.0129 | 0
met4 | 0.00165 | 0
met5 | 0 | -
Power and IR drop assume default switching activity.
